==> /design/flow/design.v <==
module async_fifo1 
#(
  parameter DSIZE = 8,
  parameter ASIZE = 4
 )
(
  input   winc, wclk, wrst_n, 
  input   rinc, rclk, rrst_n, 
  input   [DSIZE-1:0] wdata,
  output  [DSIZE-1:0] rdata,
  output  wfull,
  output  rempty
);
  wire [ASIZE-1:0] waddr, raddr;
  wire [ASIZE:0] wptr, rptr, wq2_rptr, rq2_wptr;
  sync_r2w sync_r2w (.*);
  sync_w2r sync_w2r (.*);
  fifomem #(DSIZE, ASIZE) fifomem (.*);
  rptr_empty #(ASIZE) rptr_empty (.*);
  wptr_full #(ASIZE) wptr_full (.*);
endmodule
module fifomem
#(
  parameter DATASIZE = 8,  
  parameter ADDRSIZE = 4   
)
(
  input   winc, wfull, wclk,
  input   [ADDRSIZE-1:0] waddr, raddr,
  input   [DATASIZE-1:0] wdata,
  output  [DATASIZE-1:0] rdata
);
  localparam DEPTH = 1<<ADDRSIZE; 
  logic [DATASIZE-1:0] mem [0:DEPTH-1];
  assign rdata = mem[raddr];
  always_ff @(posedge wclk)
    if (winc && !wfull)
      mem[waddr] <= wdata;
endmodule
module rptr_empty
#(
  parameter ADDRSIZE = 4
)
(
  input   rinc, rclk, rrst_n,
  input   [ADDRSIZE :0] rq2_wptr,
  output reg  rempty,
  output  [ADDRSIZE-1:0] raddr,
  output reg [ADDRSIZE :0] rptr
);
  reg [ADDRSIZE:0] rbin;
  wire [ADDRSIZE:0] rgraynext, rbinnext;
  always_ff @(posedge rclk or negedge rrst_n)
    if (!rrst_n)
      {rbin, rptr} <= '0;
    else
      {rbin, rptr} <= {rbinnext, rgraynext};
  assign raddr = rbin[ADDRSIZE-1:0];
  assign rbinnext = rbin + (rinc & ~rempty);
  assign rgraynext = (rbinnext>>1) ^ rbinnext;
  assign rempty_val = (rgraynext == rq2_wptr);
  always_ff @(posedge rclk or negedge rrst_n)
    if (!rrst_n)
      rempty <= 1'b1;
    else
      rempty <= rempty_val;
endmodule
module sync_r2w
#(
  parameter ADDRSIZE = 4
)
(
  input   wclk, wrst_n,
  input   [ADDRSIZE:0] rptr,
  output reg  [ADDRSIZE:0] wq2_rptr 
);
  reg [ADDRSIZE:0] wq1_rptr;
  always_ff @(posedge wclk or negedge wrst_n)
    if (!wrst_n) {wq2_rptr,wq1_rptr} <= 0;
    else {wq2_rptr,wq1_rptr} <= {wq1_rptr,rptr};
endmodule
module sync_w2r
#(
  parameter ADDRSIZE = 4
)
(
  input   rclk, rrst_n,
  input   [ADDRSIZE:0] wptr,
  output reg [ADDRSIZE:0] rq2_wptr
);
  reg [ADDRSIZE:0] rq1_wptr;
  always_ff @(posedge rclk or negedge rrst_n)
    if (!rrst_n)
      {rq2_wptr,rq1_wptr} <= 0;
    else
      {rq2_wptr,rq1_wptr} <= {rq1_wptr,wptr};
endmodule
module wptr_full
#(
  parameter ADDRSIZE = 4
)
(
  input   winc, wclk, wrst_n,
  input   [ADDRSIZE :0] wq2_rptr,
  output reg  wfull,
  output  [ADDRSIZE-1:0] waddr,
  output reg [ADDRSIZE :0] wptr
);
   reg [ADDRSIZE:0] wbin;
  wire [ADDRSIZE:0] wgraynext, wbinnext;
  always_ff @(posedge wclk or negedge wrst_n)
    if (!wrst_n)
      {wbin, wptr} <= '0;
    else
      {wbin, wptr} <= {wbinnext, wgraynext};
  assign waddr = wbin[ADDRSIZE-1:0];
  assign wbinnext = wbin + (winc & ~wfull);
  assign wgraynext = (wbinnext>>1) ^ wbinnext;
  assign wfull_val = (wgraynext=={~wq2_rptr[ADDRSIZE:ADDRSIZE-1], wq2_rptr[ADDRSIZE-2:0]});
  always_ff @(posedge wclk or negedge wrst_n)
    if (!wrst_n)
      wfull <= 1'b0;
    else
      wfull <= wfull_val;
endmodule
==> /design/flow/run.sh <==
#!/bin/bash
# OpenROAD 26Q1-2900-gdf79404cd8, Yosys 0.63+post, stock flow scripts
make -C /OpenROAD-flow-scripts/flow DESIGN_CONFIG=/design/flow/config.mk WORK_HOME=/design/flow/orfs finish
==> /design/flow/config.mk <==
export PLATFORM = sky130hd
export DESIGN_NAME = async_fifo1
export DESIGN_NICKNAME = async_fifo1
export VERILOG_FILES = /design/flow/design.v
export SDC_FILE = /design/flow/constraint.sdc
export NUM_CORES = 4
export LEC_CHECK = 1
export CORE_UTILIZATION = 30
==> /design/flow/constraint.sdc <==
current_design async_fifo1

set clk_period 5.9
set clk_io_pct 0.2

create_clock -name clk0 -period $clk_period [get_ports {rclk}]
create_clock -name clk1 -period $clk_period [get_ports {wclk}]

set non_clock_inputs [all_inputs -no_clocks]
set_input_delay [expr $clk_period * $clk_io_pct] -clock clk0 $non_clock_inputs
set_output_delay [expr $clk_period * $clk_io_pct] -clock clk0 [all_outputs]
==> results.toml <==
# generated from flow reports
[floorplanning]
coreArea_mm2 = 0.0205
ios = 24
initCoreUtil_pct = 31.0
die_w_um = 148
dieArea_mm2 = 0.0218
chipHeight_um = 148
rows = 52

[yosys]
synth_seq_share_pct = 76.2
syn_area_mm2 = 0.00636
syn_inst = 322
yosys_warnings = 7
ys_ff = 168
enable_flop_cells = 128
async_reset_ff_share_pct = 23.8
ys_area_mm2 = 0.00636
flop_cell = "edfxtp_1"
synth.avg_cell_area_um2 = 19.8
yosys_cells = 322
yosysUniqueCellTypes = 28

[pwr]
power_density_mw_per_mm2 = 518
p_leak_nw = 2.65
vdd_ir_drop_max_mv = 0.294
switchingPower_mw = 1.17
swShare_pct = 29.6
report.power.total_mw = 3.96
combPwrFrac_pct = 28.6
clkPwrFrac_pct = 29.8
p_seq_share_pct = 41.6
internal_power_mw = 2.79

[route]
wirelength_mm = 11.3
wl_met2_mm = 5.31
n_antenna_cell = 0
postRouteAntennaNets = 0
routed.top_layer = "met4"
wl_met3_mm = 1.28
drt_iter0_markers = 179
drt_first_pass_iters = 4
wl_per_cell_um = 17.4
met1_length_mm = 4.61
vias = 3023
drc = 0
via_per_inst = 4.63

[cts]
postCtsHoldBufs = 0
post_cts_buffers = 0
clock-sinks = 168
cts_tree = "done"
path_clk_slew_ns = 0.06
cts_resized = 0

[outcome]
status = "complete, no violations"

[final_timing]
holdWs_ns = 0.201
relSlewSlack_pct = 39.7
tns_ns = 0
clock-skew-final_ns = 0.00919
hold_violations = 0
finalSetupViolCount = 0
rsz0062_at_grt = "no"
tightest_slew_ns = 0.902
drv_slew = 0

[layout]
lay_top_count = "edfxtp_1"
layout-drive-gt1-share_pct = 23.0
final_cell_mix = "edfxtp_1, dfrtp_1, mux4_2, clkdlybuf4s50_1, clkbuf_16"
seq_area_mm2 = 0.00485
comb_area_mm2 = 0.00143
fillers = 1846
syn_to_final_growth_pct = 20.3

[critical_path]
crit_chain = "buf_4, mux4_2, a22oi_1, nand2_1, clkdlybuf4s50_1"
crit_required_ns = 4.72
cp_top_family = "buffers and inverters"
worstPathArrival_ns = 2.66
cpPeakStageDelay_ns = 0.56
critPathMaxFanout = 24
worst_setup_path_end_kind = "primary output"
crit_path_top_delay_cell = "dfrtp_2"
path_buffers = 2
startpoint_type = "flop"
crit_type = "flop to primary output"

[placement]
gp_congestion = 0.778
dp_hpwl_mm = 7.19
port_buffers = 22

[run]
maxCapViolCount = 0
warnings = 26

[grt]
grt-ovfl-total = 0
grt_pass1_vias = 3341
grt_pass1_wl_mm = 18.3
grt_max_degree = 36
antenna_found_initial = 0
grt.total_usage_pct = 11.9

[min_path]
hp-class = "flop to flop"
[synthesized netlist by cell type, drive strengths merged (3+ instances only)]
library cell / n / area (um^2)
edfxtp: 128 / 3840
dfrtp: 39 / 976
mux4: 32 / 721
a22oi: 16 / 120
nor2: 15 / 56.3
nand2: 13 / 48.8
xor2: 13 / 114
buf: 10 / 48.8
xnor2: 10 / 95.1
nand3: 8 / 40.0
inv: 6 / 22.5
clkbuf: 5 / 18.8
or3: 5 / 31.3
ha: 4 / 50.1
nor3: 4 / 20.0
nand2b: 3 / 18.8
[through the flow]
stage                     area [um^2]  std cells  setup WS, ns  util, %
after floorplan                  6360        322          3.09        -
after global placement           6990        617          2.27     34.1
after detailed placement         6990        617          2.25     34.1
after CTS                        7650        653          1.98     37.3
after global routing             7650        653          1.84     37.3
final                            7650        653          2.06     37.3
[registers in the layout, indices dropped and copies added (netlist names), 4 cells and up]
name,cells
fifomem.mem,128
sync_w2r.rq2_wptr,5
sync_w2r.rq1_wptr,5
rptr_empty.rptr,5
sync_r2w.wq2_rptr,5
wptr_full.wptr,5
rptr_empty.rbin,4
sync_r2w.wq1_rptr,5
wptr_full.wbin,4
[worst register-to-register path: stages (launching register included)]
cell	delay (ns)
dfrtp_1	0.37
nand2b_1	0.22
inv_1	0.11
ha_1	0.20
ha_1	0.27
nand3_1	0.12
xnor2_1	0.21
or3_1	0.37
a221oi_1	0.33
[power by group through the flow]
stage | logic (mW) | clock network [mW] | registers [mW]
4_1_cts | 1.15 | 1.20 | 1.65
6_report | 1.13 | 1.18 | 1.65
5_1_grt | 1.25 | 1.26 | 1.67
[cells by family (layout without fill, tap and decap cells)]
group,after synthesis,in the layout,share of synthesized area (%)
xor+xnor,25,25,4.01
fa+ha+maj,4,4,0.787
simple gates,53,53,3.89
buf+inv,21,82,1.42
flops,168,168,76.2
mux,32,32,11.3
compound gates,19,19,2.38
[area by class of cell]
type / count / area share, %
flip-flops and latches: 168 / 63.4
multi-input cells: 133 / 18.6
clock buffers: 22 / 6.64
repair buffers: 40 / 4.65
well taps: 270 / 4.42
clock inverters: 14 / 2.01
inverters: 6 / 0.294
[layer usage]
| layer | global-route usage (%) | vias to the layer above |
|---|---|---|
| li1 | - | 1353 |
| met1 | 15.6 | 1513 |
| met2 | 18.0 | 144 |
| met3 | 7.56 | 13 |
| met4 | 1.39 | 0 |
| met5 | 0 | - |
[path summary, 6_finish.rpt]
check,startpoint,end,slack [ns],depth (start not counted)
max,rptr_empty.rbin[0],rdata[0],2.06,5
min,rptr_empty.rptr[1],sync_r2w.wq1_rptr[1],0.20,0
max reg2reg,wptr_full.wfull,wptr_full.wfull,3.58,8
min reg2reg,rptr_empty.rptr[1],sync_r2w.wq1_rptr[1],0.20,0
max in group clk1,winc,wptr_full.wfull,2.80,9
max in group asynchronous,rrst_n,rptr_empty.rempty,4.37,2
min in group clk0,sync_w2r.rq1_wptr[0],sync_w2r.rq2_wptr[0],0.35,0
min in group asynchronous,wrst_n,wptr_full.wptr[2],1.10,2
